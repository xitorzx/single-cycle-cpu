--- flow/config.mk ---
export PLATFORM = sky130hd
export DESIGN_NAME = PC
export DESIGN_NICKNAME = PC
export VERILOG_FILES = /design/flow/design.v
export SDC_FILE = /design/flow/constraint.sdc
export NUM_CORES = 4
export LEC_CHECK = 1
export CORE_AREA = 10 10 111 111
export DIE_AREA = 0 0 121 121
--- flow/constraint.sdc ---
current_design PC

set clk_period 4.3
set clk_io_pct 0.2

create_clock -name clk0 -period $clk_period [get_ports {clk}]

set non_clock_inputs [all_inputs -no_clocks]
set_input_delay [expr $clk_period * $clk_io_pct] -clock clk0 $non_clock_inputs
set_output_delay [expr $clk_period * $clk_io_pct] -clock clk0 [all_outputs]
--- flow/design.v ---
module PC(rst, clk, instruction, alu_result, B_enable , J_enable, PC_enable, IM_address);
    input logic rst, clk;
    input logic [31:0] alu_result;
    input logic [31:0] instruction;
    input logic J_enable;
    input logic B_enable;
    input logic PC_enable;  
    output logic [31:0]IM_address;
    logic [5:0]opcode;
    assign opcode = instruction[30:25];
    logic [9:0] next_addr;
    logic detect;
    logic [13:0] shift_14;
    assign shift_14 = instruction[13:0]<<1;
    logic [15:0] shift_16;
    assign shift_16 = instruction[15:0]<<1;
    logic [31:0] SE_imm;
    assign SE_imm =(instruction[13])? {{18{1'b1}},shift_14}:
                                       {{18{1'b0}},shift_14};
    logic [31:0] SEZ_imm;
    assign SEZ_imm  = (instruction[15])? {{16{1'b1}},shift_16}:
                                        {{16{1'b0}},shift_16};
    logic [31:0] j_imm;
    assign j_imm = (instruction[23])? {{8{1'b1}},(instruction[23:0]<<1)}:
                                       {{8{1'b0}},(instruction[23:0]<<1)};
    logic [31:0] b_addr;
    logic [31:0] bz_addr;
    logic [31:0] j_addr;
    assign detect = |alu_result;  
    assign b_addr = (instruction[14]==0 && detect==0)? IM_address + SE_imm:
                    (instruction[14]==0 && detect==1)? IM_address + 4:
                    (instruction[14]==1 && detect==1)? IM_address + SE_imm:
                    (instruction[14]==1 && detect==0)? IM_address + 4:0;
    assign bz_addr = (instruction[19:16]==4'b0010 && detect == 0)? IM_address + SEZ_imm:
                     (instruction[19:16]==4'b0010 && detect == 1)? IM_address + 4:
                     (instruction[19:16]==4'b0011 && detect == 1)? IM_address + SEZ_imm:
                     (instruction[19:16]==4'b0011 && detect == 0)? IM_address + 4:0;
    assign j_addr = IM_address + j_imm;
    assign next_addr =(opcode == 6'b100110 && B_enable)? b_addr :
                      (opcode == 6'b100111 && B_enable)? bz_addr:
                      (opcode == 6'b100100 && J_enable)? j_addr:
                      IM_address + 4;   
    always_ff @(posedge clk) begin
        unique if(rst) begin
            IM_address <= 0;
        end
        else if(PC_enable) begin
            IM_address <=next_addr;
        end 
    end
endmodule
--- flow/run.sh ---
#!/bin/bash
# OpenROAD 26Q1-2900-gdf79404cd8, Yosys 0.63+post, stock flow scripts
make -C /OpenROAD-flow-scripts/flow DESIGN_CONFIG=/design/flow/config.mk WORK_HOME=/design/flow/orfs finish
==> flow_summary.ini <==
; flow metrics
[floorplan]
ioPinCount = 101
die_w_um = 121
fp.dieH_um = 121
placement_rows = 36
initial_core_util = 0.1251
dieArea_um2 = 14640
core-area_um2 = 9864

[synth]
ys_sh_simple = 0.2292
cell_type_with_the_largest_total_area_after_synthesis = sky130_fd_sc_hd__edfxtp_1
synth-compound-area-share = 0.1602
syn-mean-instance-area_um2 = 8.875
post_synth_mux_area_share = 0
synthDominantCellAreaShare = 0.2434
yosysWarningCount = 1
post_synth_inst_count = 139
asr_flop_ratio_synth = 0
synth.yosys.seq_area_share = 0.2434
post_synth_main_logic_family = simple AND/OR/NAND/NOR gates
number_of_synthesized_register_bits = 10
synth_xor_xnor_area_share = 0.09229
post_synth_cell_types = 41
yosys-top-cells-area = sky130_fd_sc_hd__edfxtp_1, sky130_fd_sc_hd__buf_4, sky130_fd_sc_hd__ha_1, sky130_fd_sc_hd__xnor2_1, sky130_fd_sc_hd__nor4_1
synth_chip_area_um2 = 1234
yosys_most_used_dff = sky130_fd_sc_hd__edfxtp_1
fa_ha_area_frac = 0.1075
syn_area_um2 = 1234
synth.yosys.num_cells = 139
synth-edff-count = 10

[clock_network]
post-cts-setup-buffers = 0
cts.clk_slew.worst_paths_ns = 0.05
cts_resized = 0
cts-hold-fix-buffers = 0
clk_latency_ns = 0.23
cts_max_level = 1
cts-root-buf = sky130_fd_sc_hd__clkbuf_8
cts-root-to-sink-buffers = 2
cts_tree = yes
numCtsBuffers = 3
numClockSinks = 10

[timing]
worst_slew_pin_tran_ns = 0.6519
timing.setup.tns_ns = 0
max_clock_freq_mhz = 305.0
final_critical_path_setup_slack_ns = 1.021
hold_viol_final = 0
finalHoldWorstSlack_ns = 0.6091
fin_skew_ns = 0.002348
final-max-slew-violation-count = 0
max-slew-margin-rel = 0.5645
setup_repair_after_global_routing_missed_its_margin = false
min_period_over_period = 0.7625
report.final.setup_viol = 0
fin_crit_ns = 3.279

[critical_path]
path_buffers = 3
crit_family = AND-OR/OR-AND gates
cp-startpoint = instruction[0]
crit_path_max_incr_delay_ns = 0.42
critical_path.slowest_cell = sky130_fd_sc_hd__clkdlybuf4s50_1
r2r_setup_slk_ns = 1.65
setup.worst_path.end_class = register
critical_path.max_fanout = 2
timing.critical_path.from_type = input pin
worst-r2r-cell-count = 10
worstReg2RegStart = IM_address[1]
critical_path_required_ns = 4.28
timing.critical_path.cells = clkdlybuf4s50_1, ha_1, inv_1, fa_1, inv_1, a21o_1, a41o_1, o41ai_1, xor2_1, nor3_1, a311o_1
cp_common_cell = sky130_fd_sc_hd__inv_1
cp_data_arrival_time_ns = 3.26
rr_endpoint = IM_address[9]
path_class = in2reg

[min_path]
worstHoldStart = IM_address[0]
worstHoldEndpoint = IM_address[0]
hold-path-cell-count = 1
hold_path_class = reg2reg

[place]
place_ws_ns = 0.7577
numPortBuffers = 66
dp.final_hpwl_um = 3686
place.gp.congestion = 0.8308

[route]
drt-initial-drc-count = 19
vias_per_cell = 3.513
antenna_violating_nets_post_route = 0
drt-total-wl_um = 4060
route.detailed.drc = 0
insertedDiodeCount = 0
vias = 1191
wl_per_cell_um = 11.98
drt_pre_antenna_iters = 4

[power_and_ir_drop]
pwr-share-seq = 0.348
cell_internal_pwr_uw = 281.6
switchingPower_uw = 103.9
total_power_divided_by_cell_area_nw_per_um2 = 192.3
p_sw_frac = 0.2696
logic_pwr_share = 0.411
clock_power_share = 0.241
power.ir.vdd_worst_uv = 90.34
leakagePower_uw = 0.0007697

[cells_and_area]
area_growth_pct = 62.47
largest_reg_flops = 10
most_frequent_cells_in_the_layout = sky130_fd_sc_hd__clkdlybuf4s50_1, sky130_fd_sc_hd__conb_1, sky130_fd_sc_hd__edfxtp_1
top_regs = IM_address x10
registers.top_by_ff_count = IM_address
fillers = 1053
layout.cells.most_common = sky130_fd_sc_hd__clkdlybuf4s50_1
post_route_cells_drive_above_1_share = 0.03398

[global_routing]
first_global_vias = 1296
grt_usage = 0.05153
antenna_violations_before_repair = 0
maximum_number_of_pins_on_one_net_before_global_route_repair = 11
grt_overflow = 0
grt_pass1_wl_um = 6134

[job]
stage_log_warnings = 37
max_capacitance_violation_total = 0

[status]
outcome = completed
[cell type report]
type | instances | area (um^2) | area share
inverter | 7 | 26.28 | 0.01311
sequential | 10 | 300.3 | 0.1498
clock buffer | 3 | 41.29 | 0.02060
timing repair buffer | 66 | 660.6 | 0.3296
tap | 133 | 166.4 | 0.08302
multi-input combinational | 120 | 809.5 | 0.4039
[layer usage]
layer | global-route usage | part of all wire
met1 | 0.06331 | 0.44
met2 | 0.08673 | 0.47
met3 | 0.02173 | 0.090
met4 | 0.001508 | 0.0020
met5 | 0 | 0
[power groups by stage]
stage	Clock (uW)	Combinational (uW)	Sequential, uW
after global routing	103	176	136
final	92.8	158	134
after CTS	96.6	162	134
[synthesized netlist by cell type (2+ instances only)]
cell and n:
sky130_fd_sc_hd__a21o_1 2, sky130_fd_sc_hd__a21oi_1 4, sky130_fd_sc_hd__a22o_1 6, sky130_fd_sc_hd__buf_4 22, sky130_fd_sc_hd__edfxtp_1 10, sky130_fd_sc_hd__ha_1 9
sky130_fd_sc_hd__inv_1 7, sky130_fd_sc_hd__nand2_1 7, sky130_fd_sc_hd__nand3_1 6, sky130_fd_sc_hd__nand4_1 4, sky130_fd_sc_hd__nor2_1 9, sky130_fd_sc_hd__nor3_1 2
sky130_fd_sc_hd__nor3b_1 2, sky130_fd_sc_hd__nor4_1 9, sky130_fd_sc_hd__o21ai_0 3, sky130_fd_sc_hd__xnor2_1 7, sky130_fd_sc_hd__xor2_1 6
[how the worst max path moves through the flow]
stage	endpoint	slack, ns	depth (start not counted)
final	IM_address[9]	1.02	11
after global routing	IM_address[9]	0.91	11
after CTS	IM_address[9]	0.99	11
[cells by family after synthesis]
logic type	Yosys count
adder cells (fa/ha/maj)	10
XOR/XNOR	13
other	1
AND-OR/OR-AND	25
flip-flops	10
buffers and inverters	30
AND/OR/NAND/NOR	50
[metrics by stage]
step                instances  instance area [um^2]  power [uW]    util
floorplan                 160                  1313       218.0       -
global placement          336                  1963       294.5  0.1990
detailed placement        336                  1963       296.2  0.1990
CTS                       339                  2004       392.3  0.2032
global route              339                  2004       414.8  0.2032
finish                    339                  2004       385.5  0.2032
No activity file was given, so power comes from the tool's default toggle rates.
